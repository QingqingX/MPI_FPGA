[flow/config.mk]
export PLATFORM = sky130hd
export DESIGN_NAME = acc_recv
export DESIGN_NICKNAME = acc_recv
export VERILOG_FILES = /design/flow/design.v
export SDC_FILE = /design/flow/constraint.sdc
export NUM_CORES = 4
export LEC_CHECK = 1
export CORE_UTILIZATION = 30
[flow/constraint.sdc]
current_design acc_recv

set clk_period 15.6
set clk_io_pct 0.2

create_clock -name clk0 -period $clk_period [get_ports {nios_clk}]

set non_clock_inputs [all_inputs -no_clocks]
set_input_delay [expr $clk_period * $clk_io_pct] -clock clk0 $non_clock_inputs
set_output_delay [expr $clk_period * $clk_io_pct] -clock clk0 [all_outputs]
[flow/design.v]
module CAM
#(parameter packetizer_width=128, DATA_WIDTH=256, parameter ADDR_WIDTH=2)
(
	input [(packetizer_width-1):0] data_a, data_b,
	input [(ADDR_WIDTH-1):0] addr_a, addr_b,
	input we_a, re_b, clk, rst,
	output reg [(DATA_WIDTH-1):0] q_a,
	output reg [packetizer_width -1 : 0] q_b
);
parameter NO_DATA=1'b0;
parameter VALID_DATA=1'b1;
	reg [DATA_WIDTH-1:0] ram[2**ADDR_WIDTH-1:0];
	integer x;
	always @ (posedge clk)
	begin
	   if (rst) begin
		   for (x = 0 ; x < (2**ADDR_WIDTH) ; x = x + 1)
				ram[x] <= 'b0;
			q_a <= 'b0;
		end 
		else if (we_a) 
		begin
		   if (ram[addr_a][DATA_WIDTH-1] == 1'b0)  begin  
				ram[addr_a] <= {VALID_DATA, 127'b0, data_a};   
				q_a <= 'b0;
			end
		end
		else 
		begin
			q_a <= ram[addr_a];
		end 
	end 
	always @ (posedge clk)
	begin
		if (rst)   
		begin
			q_b <= 'b0;
		end
		else if (re_b)
		begin
		   if (ram[addr_b][DATA_WIDTH-1] == 1'b1) begin
				q_b <= ram[addr_b][packetizer_width-1:0];
				ram[addr_b][DATA_WIDTH-1] <= NO_DATA;
			end else begin
				q_b <= 'b0;
			end
		end 
	end
endmodule
`timescale 1 ps / 1 ps
module acc_recv #(
		parameter cpu_width = 32,
		parameter packetizer_width = 128,
		parameter data_width = 32,
		parameter mem_width = 32,
		parameter mem_depth = 11,
		parameter threshold  = 1,
		parameter SIZE = 3
	) (
		input wire        nios_clk,    
		input wire        clk_en,
		input wire        reset,  
		input wire [31:0] data_in_a,       
		input wire [31:0] data_in_b,       
		input wire [2:0]  in_opcode,      
		input wire 		 start,
		output wire [31:0] result,
		output wire 		 done, 		
		input wire [packetizer_width-1:0] packet_in,  
		output reg [packetizer_width-1:0] packet_out,
		output wire        write,
		output wire [10:0] write_addr,
		output wire [data_width-1:0]   data_to_mem  
	);
	reg   [SIZE-1:0]          state, finder_state        ;
	reg   [10:0]				  size, tag, data_size;
	reg   [data_width-1:0]    head, pointer;
	reg        					  done_r;
	wire [data_width-1:0]	  data;
	localparam WAIT = 3'b000,
				  RNDV = 3'b001,		 
				  MEM = 3'b010,	 
				  FIN = 3'b011;
	localparam IDLE = 3'b000,
				  FINDING = 3'b001,		 
				  WAIT_FOR_DATA = 3'b010,	 
				  FOUND = 3'b011;			
	reg   RTS;
	reg [26:0] rts_new_info, req_RNDV;
	always @ (posedge nios_clk)
	begin : FSM_REQ
		if (reset == 1'b1 || done == 1'b1) begin
			RTS <= 0;
			rts_new_info <= 27'b0;
		end else if (packet_in[127:123] == 5'b10001) begin   
			rts_new_info <= packet_in[103:77];
			RTS <= 1;
		end 
	end
	reg eager;
   reg req;	
	reg DATA;
	reg [data_width-1:0] result_r;
	reg write_mem_valid, end_write;
	reg [packetizer_width-1:0] data_from_router;
	reg [1:0] src_info, dst_info;
	reg finding;
	wire [packetizer_width-1:0] data_from_short_cam;
	always @ (posedge nios_clk)
	begin : DATA_FINDER
	   if (reset == 1'b1) begin
			result_r <= 'b0;
		   done_r <= 1'b0;
			finding <= 1'b0;
		end else begin
			case (finder_state)
				IDLE: begin
					if ( start) begin
						src_info <= data_in_a[9:8];     
						dst_info <= data_in_a[1:0];
						data_size <= data_in_b[10:0];
						finder_state <= FINDING;
					end
				end
				FINDING: begin
					finding <= 1'b1;
					if (data_from_short_cam != 'b0) begin  
						if (data_from_short_cam[packetizer_width-1:packetizer_width-5] == 5'b10001) begin
							finder_state <= WAIT_FOR_DATA;
							req_RNDV <= data_from_short_cam[103:77]; 
						end
						else begin
							finder_state <= FOUND;
							result_r <= data_from_short_cam[87:56];
						   done_r <= 1'b1;
						end
				   end
				end 
				WAIT_FOR_DATA: begin
					if(DATA) begin
						result_r <= packet_in[87:56];
						done_r <= 1'b1;
						finder_state <= FOUND;
					end
				end
				FOUND: begin
					finding <= 1'b0;
				   done_r <= 1'b0;
					finder_state <= IDLE; 
				end
				default: begin
					finding <= 1'b0;
				   done_r <= 1'b0;
					finder_state <=IDLE;
				end
		   endcase
		end
	end 
	wire [255:0] ignore;
	reg we_RTS_cam, we_eager_cam;
	CAM short_data_cam(.data_a(data_from_router),     
							 .data_b('b0),   		 
							 .addr_a(head[9:8]),			 
							 .addr_b(src_info),        
							 .we_a(we_eager_cam),			 
							 .re_b(finding), 			 
							 .clk(nios_clk), 
							 .rst(reset),
							 .q_a(ignore),     
							 .q_b(data_from_short_cam)
							 );
	always @ (posedge nios_clk)
	begin : OUT_PUT
		if (reset == 1'b1) begin
			head = 32'b0;
			pointer = 32'b0;
			size = 11'b0;
			write_mem_valid = 1'b0;
		end else begin
			case (state)
				WAIT: begin
				   write_mem_valid <= 1'b0;
					eager <= (packet_in[127:123] == 5'b10000) ? 1'b1 : 1'b0;  
					data_from_router <= packet_in;					
					head <= data_in_a;
					pointer <= data_in_b;
					size <= data_in_b[10:0];
					if (RTS) begin
					   we_RTS_cam <= 1'b1;
						state <= RNDV;		
			      end
					else if (eager) begin
					   we_eager_cam <= 1'b1;
						state <= FIN;
					end	
				end	
				RNDV: begin  
				   if (req_RNDV == rts_new_info) begin   
						packet_out <= {5'b01110, in_opcode, head, size, 77'b0};   
					   state <= MEM;
					end 	
				end
				MEM: begin
				   DATA <= (packet_in[127:123] == 5'b11000) ? 1'b1:1'b0;
					if (DATA) begin
						write_mem_valid <= 1'b1;					
					end 
					if (end_write)
						state <= FIN;
				end
				FIN: begin
					we_eager_cam <= 1'b0;
				   we_RTS_cam <= 1'b0;
					state <= WAIT;
				end
				default: begin
					head <= 32'b0;
					pointer <= 32'b0;
					size <= 11'b0;
				   write_mem_valid <= 1'b0;
					state <= WAIT;
				end
			endcase 
		end 
	end	
always @ (posedge nios_clk)
	if (reset)
		end_write = 0;
	else if (start && (packet_in[10:0] == size - 1))
		end_write = 1;
assign write = write_mem_valid;
assign data_to_mem = packet_in[87:56];
assign write_addr = pointer[21:11] + packet_in[10:0];
assign done = done_r;
assign result = result_r;
endmodule
[flow/run.sh]
#!/bin/bash
# OpenROAD 26Q1-2900-gdf79404cd8, Yosys 0.63+post, stock flow scripts
make -C /OpenROAD-flow-scripts/flow DESIGN_CONFIG=/design/flow/config.mk WORK_HOME=/design/flow/orfs finish
==> GITHUB_STEP_SUMMARY <==
## PnR job results

| Metric | Value |
|---|---|
| Final setup vio count | `0` |
| Setup bufs post-CTS | `0` |
| Cell repeated most along the worst path | `clkdlybuf4s50_1` |
| Critical path peak fanout | `3` |
| TritonRoute pass-1 iters | `5` |
| Residual DRC count | `0` |
| IO Pins | `between 400 and 500` |
| Vias in the first global route | `24,500` |
| Yosys cell count | `around 2,900` |
| Synthesis area per yosys | `40,200 µm²` |
| CTS Sinks | `between 900 and 1,000` |
| Yosys warning tally | `2` |
| Largest net degree at the start of global routing | `around 75` |
| Multiplexer share | `around 8.2%` |
| Clock transition at path regs | `0.06 ns` |
| Startpoint types | `primary input` |
| Mapped Avg Cell Area | `14.0 µm²` |
| TritonCTS Buffers | `~110` |
| Ys async rst share | `0%` |
| Finished Cell Area | `about 48,000 µm²` |
| Capturing point of the worst reg2reg path | `short_data_cam.ram[1][8]$_SDFFCE_PN0P_` |
| P&R area growth vs syn | `20.1%` |
| Util after Layout | `between 30% and 40%` |
| Root Driver | `clkbuf_16` |
| Storage cell area | `26,800 µm²` |
| Floorplan Utilization | `a little under a third` |
| Final Critical Period | `around 9.3 ns` |
| Mapped Area | `40,200 µm²` |
| Layout cell share with drive strength beyond 1 | `roughly 12%` |
| Hold bufs inserted after CTS | `0` |
| TNS Setup | `0 ns` |
| VDD IR-drop max | `roughly 0.08 mV` |
| Clock Path Buffers | `3` |
| Max-cap violation count | `0` |
| Clk latency late pin | `between 0.7 and 0.8 ns` |
| Count of library flops with an enable pin | `718` |
| Die W | `368 µm` |
| Fin. max-slew vios | `0` |
| Main logic family after synthesis | `simple AND/OR/NAND/NOR gates` |
| Routability cong. | `0.810` |
| Clk_skew | `roughly 0.027 ns` |
| FA/HA/MAJ Cells, Area Fraction | `less than 1%` |
| Routed length on met3 | `~12,000 µm` |
| Post-cts resize count | `0` |
| Antenna violations before repair | `11` |
| CP Class | `primary input to primary output` |
| Row Count | `approximately 130` |
| Post-synthesis cell count | `2,866` |
| Hold Fails Final Rpt | `0` |
| First-pass GRT wire length | `roughly 150,000 µm` |
| Commonest flop | `edfxtp_1` |
| Leakage | `0.0173 µW` |
| H-tree depth | `3` |
| Registers, synthesis | `a little under 1,000` |
| Setup WS post-layout | `around 6.3 ns` |
| Log Warnings | `36` |
| Logic area | `12,100 µm²` |
| Wl on met1 | `approximately 40,000 µm` |
| Fillcell total | `about 12,000` |
| Hold_sp | `head[30]$_SDFFE_PP0N_` |
| Status | `complete, no violations` |
| Relative slew slack | `42.6%` |
| Top Layer Used | `met5` |
| Most frequent cells in the layout | `718 x edfxtp_1, 309 x clkdlybuf4s50_1, 258 x and2_1` |
| Worst-Margin Slew | `about 0.86 ns` |
| Port bufs | `310` |
| Register area share after synthesis | `66.7%` |
| Remaining antenna violation count after routing | `0` |
| Hold Path Stages | `0` |
| RSZ-0062 raised after global routing | `false` |
| Total GRT Usage | `between 10% and 20%` |
| Pwr/cell area | `about 130 nW/µm²` |
| Worst min path class | `register to register` |
| Max Clk Rate | `roughly 110 MHz` |
| Commonest Layout Cell | `edfxtp_1` |
| Ao+oa area frac | `about 4.3%` |
| WHS Endpoint | `packet_out[118]$_DFFE_PP_` |
| Worst reg2reg setup slack | `approximately 12 ns` |
| Post-Route WL | `a little over 100,000 µm` |
| CP arrival | `6.20 ns` |
| XOR/XNOR Fraction of Synth Area | `roughly 1.1%` |
| Post-synth cell types | `around 61` |
| Chip height | `about 370 µm` |
| Chip Footprint | `between 100,000 and 150,000 µm²` |
| Period utilisation layout | `between 50% and 60%` |
| CP max stage cell | `clkdlybuf4s50_1` |
| GRT overflow | `0` |
| DP Worst Slack | `~6.3 ns` |
| Basic Gates by Area | `around 15%` |
| Crit-path cells | `clkdlybuf4s50_1, ha_1, fa_1, a21o_1, a21oi_1, o21ai_0, or4_1, a2111o_1, o211a_1, clkdlybuf4s50_1` |
| Cell depth of the worst flop-to-flop path | `9` |
| Post-DP HPWL | `roughly 60,000 µm` |
| CP Capture Type | `primary output` |
| Met2 wire len | `48,200 µm` |
| CTS tree | `built` |
| Slowest cell delay on critical path | `0.49 ns` |
| WL/cell | `around 21 µm` |
| CORE AREA | `132,000 µm²` |
| Number of DRC markers in iteration 0 | `1,234` |
| Dpl cell area | `roughly 45,000 µm²` |
| Required @ worst endpoint | `roughly 12 ns` |
| Via density | `around 4.8` |
| Vias | `23,700` |
==> metrics by stage <==
stage / hold slack, ns / total power [µW] / cells
6_report: 0.429 / 6230 / 4951
5_1_grt: 0.437 / 6480 / 4949
4_1_cts: 0.432 / 6320 / 4949
3_5_place_dp: 0.417 / 3760 / 4749
3_3_place_gp: 0.415 / 3760 / 4749
2_1_floorplan: 0.409 / 3500 / 2946
==> registers in the layout, indices dropped and copies added (netlist names), 2 cells and up, named ones only <==
name and flops:
rts_new_info 27, short_data_cam.q_b 128, data_from_router 128, short_data_cam.ram 516, packet_out 46, src_info 2, pointer 22, result_r 32
head 32, state 4, finder_state 4, req_RNDV 27
==> report_power, final <==
part	total [µW]	leakage (µW)	switching [µW]	internal, µW
registers	3020	0.00916	76.9	2940
logic	681	0.00638	365	316
clock network	2540	0.00174	1040	1500
==> worst max-delay path by stage <==
stage	endpoint	from	slack, ns	cells past startpoint
after CTS	write_addr[10]	packet_in[0]	6.26	10
final	write_addr[10]	packet_in[0]	6.28	10
after global routing	write_addr[10]	packet_in[0]	6.12	10
==> worst max-delay path, delay by kind of cell <==
family / cells / cell delay [ns]
compound gates: 5 / 1.05
fa+ha+maj: 2 / 0.69
buf+inv: 2 / 0.89
simple gates: 1 / 0.46
==> layer usage <==
layer | GRT usage (%) | vias to the layer above
met5 | 0 | -
met1 | 20.8 | 11500
met2 | 24.4 | 1069
li1 | - | 11000
met4 | 3.86 | 18
met3 | 8.56 | 161
==> cells in the mapped netlist, drive strengths merged, types with 3 or more instances <==
cell	instances	area (µm²)
a21o	3	22.5
a21oi	167	840
a22o	54	474
a31o	4	35.0
and2	260	1630
and3	258	1610
buf	133	943
clkbuf	191	717
dfxtp	262	5250
edfxtp	718	21600
ha	11	138
inv	11	41.3
mux2	5	60.1
mux2i	34	340
mux4	129	2910
nand2	81	304
nand2b	130	813
nand3	132	661
nand4	15	93.8
nor2	20	75.1
nor2b	4	25.0
nor3	41	205
nor3b	32	240
nor4	42	275
o21ai	46	230
xnor2	29	254
xor2	21	184
==> area by class of cell <==
class | instances | area share, %
Timing Repair Buffer | 372 | 7.42
Sequential cell | 980 | 55.5
Multi-Input combinational cell | 1630 | 25.0
Antenna cell | 2 | 0.0104
Clock buffer | 162 | 6.41
Inverter | 12 | 0.0985
Tap cell | 1755 | 4.55
Clock inverter | 38 | 0.925
==> cells by family (layout without fill, tap and decap cells) <==
family / after synthesis / in the layout
compound gates: 291 / 291
flops: 980 / 980
fa+ha+maj: 12 / 12
mux: 168 / 168
other cells: 2 / 84
simple gates: 1027 / 1027
buf+inv: 336 / 584
xor+xnor: 50 / 50
Power is estimated from default activity; no workload was simulated.
