==> flow/design.v <==
`timescale 1 ps / 1 ps
module mem #(
		parameter cpu_width = 32,
		parameter packetizer_width = 128,
		parameter data_width = 32,
		parameter mem_width = 32,
		parameter mem_depth = 11,
		parameter threshold  = 16,
		parameter SIZE = 3
)(
	   input wire  clk,
		input wire reset,
		input wire hold,
		input wire [data_width-1:0] read_addr,        
		input wire read_mem_valid,
		output wire [data_width-1:0] data,		
		output reg [10:0] tag,
		output wire chipselect,								 
		output wire [19:0] mem_addr,						 
		input wire [data_width-1:0] data_from_mem
);
reg start;
reg end_read;
reg [10:0] size;
reg [10:0] base_addr, addr_local; 
assign mem_addr = {9'b0,addr_local};
assign chipselect = read_mem_valid || (~end_read);
assign data = data_from_mem;
always @ (posedge read_mem_valid)
	if (reset) begin
		start = 1'b0;
	end 
	else if (read_mem_valid)begin
		start = 1'b1;
	end 
	else begin
		start = 1'b0;
	end
always @ (start, reset) 
	if (reset) begin
		size = 11'b0;
		base_addr = 11'b0;
	end
	else if (start) begin
		size = read_addr[10:0]; 
		base_addr = read_addr[21:11];
	end
always @ (posedge clk) 
begin : TAG_GENERATOR
	if (reset) begin
			tag <= 11'b0;
			addr_local <= 11'b0;
			end_read <= 1'b1;
	end 
	else if (start && (tag < size-1) && (~hold)) begin
			end_read <= 1'b0;
			tag <= tag + 11'b1;
			addr_local <= base_addr + tag<<2;
	end else if (start && (tag == size -1)) begin
			end_read <= 1'b1;
			tag <= 11'b0;
			addr_local <= 11'b0; 
	end
end 
endmodule 
==> flow/run.sh <==
#!/bin/bash
# OpenROAD 26Q1-2900-gdf79404cd8, Yosys 0.63+post, stock flow scripts
make -C /OpenROAD-flow-scripts/flow DESIGN_CONFIG=/design/flow/config.mk WORK_HOME=/design/flow/orfs finish
==> flow/config.mk <==
export PLATFORM = sky130hd
export DESIGN_NAME = mem
export DESIGN_NICKNAME = mem
export VERILOG_FILES = /design/flow/design.v
export SDC_FILE = /design/flow/constraint.sdc
export NUM_CORES = 4
export LEC_CHECK = 1
export CORE_UTILIZATION = 40
==> flow/constraint.sdc <==
current_design mem

set clk_period 7.0
set clk_io_pct 0.2

create_clock -name clk0 -period $clk_period [get_ports {clk}]
create_clock -name clk1 -period $clk_period [get_ports {read_mem_valid}]

set non_clock_inputs [all_inputs -no_clocks]
set_input_delay [expr $clk_period * $clk_io_pct] -clock clk0 $non_clock_inputs
set_output_delay [expr $clk_period * $clk_io_pct] -clock clk0 [all_outputs]
==> run_results.csv <==
group,metric,value,unit
status,status,"finished clean",
final_timing,unclocked_pins,20,
die,num_rows,28,
pwr,power.total,495.6,µW
final_timing,worstMarginPinSlew,753.0,ps
drt,wire_per_inst,12.32,µm
layout,final_layout_size_suffix_gt1_frac,0.06583,
final_timing,slew_headroom,0.4980,
logic_synthesis,yosysTopAreaCell,"dfxtp_1",
critical_path,startpoint,"read_mem_valid",
clocking,ctsResizeCount,0,
placement,dpl-instance-area,2710,µm²
global_route,grt_max_degree,45,
global_route,overflow,0,
logic_synthesis,netlist_area,2505,µm²
logic_synthesis,edf_count,0,
die,die_h,81.14,µm
hold_path,min_from,"read_mem_valid",
global_route,antenna_found_initial,0,
global_route,grt_pass1_vias,1775,
final_timing,finalClockSkew,1.414,ps
layout,areaGrowthSynthToFinish,13.49,%
final_timing,finalMaxSlewViolations,0,
die,dieArea,6583,µm²
die,core,5991,µm²
logic_synthesis,ys_area,2505,µm²
placement,gp_congestion,0.8919,
critical_path,path_class,"clk2out",
critical_path,worstPathMaxFanout,2,
logic_synthesis,synthArstFlopShare,0,
placement,hpwlAfterDp,3594,µm
placement,post-place-ws,1605,ps
logic_synthesis,synth_stat.cells,307,
layout,stdcell_area,2843,µm²
logic_synthesis,ff_type,"dfxtp_1",
clocking,postCtsSetupBuffers,0,
logic_synthesis,synthDominantCellAreaShare,0.1758,
critical_path,cp.arrival,4290,ps
drt,via_count,1927,
logic_synthesis,syn_inst,307,
run,tool_warnings,41,
drt,final_antenna_net_count,0,
logic_synthesis,synthTopCellsByArea,"dfxtp_1 18%, buf_4 13%, dlxtn_1 12%, ha_1 10%, nand3_1 7.6%",
drt,antenna-diode-count,0,
global_route,grt_first_pass_wirelength,8100,µm
drt,drc,0,
logic_synthesis,numSynthFlops,42,
final_timing,fin_ws,1312,ps
run,cap_viol_max_count,0,
drt,viasPerCell,4.891,
logic_synthesis,yosysWarnings,1,
pwr,irDropWorstVdd,0.00007639,V
final_timing,rsz0062_at_grt,"no",
logic_synthesis,syn_avg_cell_area,8.159,µm²
critical_path,rr_startpoint,"tag[5]",
final_timing,finalHoldViolations,0,
die,die_w,81.14,µm
placement,port_buffers,43,
die,io-pin-count,132,
critical_path,cp-end-kind,"output port",
pwr,p_per_area,174.3,nW/µm²
drt,first_iter_violations,151,
critical_path,startpoint_type,"clock port",
final_timing,fin_tns_setup,0,ps
clocking,holdBufCountCts,0,
final_timing,unconstrained_endpoints,20,
critical_path,critical_path_required,5600,ps
logic_synthesis,synth.top_cells.by_count,"43 x buf_4, 38 x nand3_1, 24 x nor2b_1",
drt,dr.pass1.iters,4,
global_route,grt_util_all_layers,0.1610,
final_timing,setup_viol,0,
hold_path,hp-class,"clk2reg",
pwr,power.leakage,1.115,nW
clocking,cts_tree,"built",
drt,wirelength,4854,µm
die,initial_core_util,0.4181,
logic_synthesis,netlist-cell-type-count,38,
logic_synthesis,top_cell,"buf_4",
clocking,cts.clk_slew.worst_paths,30,ps
## layout by cell type, fill, tap and decap left out, types with 3 or more instances in the layout
master,n
xor2_1,5
nor2b_1,24
or3_1,8
a31oi_1,8
a21oi_1,18
xnor2_1,12
nor3_1,6
ha_1,21
nand2_1,19
o211ai_1,3
a21o_1,3
dfxtp_1,22
or2_2,3
dlxtn_1,20
conb_1,11
clkbuf_8,9
nor2_1,12
buf_4,3
nand3_1,38
inv_1,6
clkdlybuf4s50_1,43
## state kept, by name, summed over array words and instances, names as in the netlist
register	count
start	1
addr_local	9
base_addr	9
size	11
end_read	1
tag	11
## per-stage QoR
step / hold WS [ps] / instances / utilization
2_1_floorplan: 128.2 / 317 / -
3_3_place_gp: 128.2 / 383 / 0.4524
3_5_place_dp: 128.2 / 383 / 0.4524
4_1_cts: 74.75 / 394 / 0.4745
5_1_grt: 101.6 / 394 / 0.4745
6_report: 61.62 / 394 / 0.4745
## final timing paths
check	to	slack (ps)	cells after the start
setup / recovery	chipselect	1310	4
hold / removal	start	60	3
setup reg to reg	tag[7]	4430	7
hold reg to reg	addr_local[5]	470	2
max in group clk1	start	3320	3
min in group clk0	addr_local[5]	470	2
## where the power goes
group	switching, mW	leakage (nW)	internal [mW]	total [mW]
registers	0.0158	0.336	0.162	0.178
clock network	0.0591	0.0792	0.128	0.187
logic	0.0680	0.700	0.0628	0.131
## routing by layer
layer  GRT usage  wire length, µm
met4     0.04464               71
met1      0.2574             2493
met3     0.02851              242
met2      0.2235             2046
met5           0                0
## area by class of cell
type | instances | area [µm²]
well taps | 75 | 93.84
multi-input cells | 214 | 1400
clock buffers | 11 | 137.6
clock inverters | 1 | 5.005
repair buffers | 45 | 442.9
inverters | 6 | 22.52
flip-flops and latches | 42 | 740.7
fillers | 564 | 3148
## critical path: stages
cell,delay [ps]
clkbuf_8,110
clkbuf_8,120
nand2b_1,150
clkdlybuf4s50_1,400
## logic make-up after synthesis
group / Yosys count / share of synthesized area
and+or+nand+nor: 123 / 0.2662
latches: 20 / 0.1199
DFF: 22 / 0.1758
AOI/OAI and AO/OA: 41 / 0.1039
adders and majority gates: 22 / 0.1129
other: 1 / 0.001497
xor gates and xnor gates: 17 / 0.05944
buffers and inverters: 61 / 0.1603
No activity file was given, so power comes from the tool's default toggle rates.
