==> ./design.v <==
module arbit  #(
		parameter cpu_width = 32,
		parameter packetizer_width = 128,
		parameter data_width = 32,
		parameter mem_width = 32,
		parameter mem_depth = 11,
		parameter threshold  = 1,
		parameter SIZE = 3
)(
		input  wire 		 waitrequest,  
		output wire        write,
		output wire [data_width-1:0]   writedata,   
		output wire [19:0] mem_addr,
		input  wire [data_width-1:0]   readdata,   
		output wire chipselect,
		output wire read,  
		input wire [19:0] mem_addr_s,
		output  wire [data_width-1:0]   data_from_mem_s,   
		input wire read_s,  
		input wire        write_r,
		input wire [19:0] write_addr_r,
		input wire [data_width-1:0]   data_to_mem_r,
		input wire reset,      
		input wire clk                        
);
assign write = write_r;
assign read  = 'b0;
assign mem_addr = write_r ? write_addr_r[19:0] : mem_addr_s;     
assign writedata = data_to_mem_r; 
assign data_from_mem_s = readdata;
assign chipselect = 1'b1;
endmodule
==> ./run.sh <==
#!/bin/bash
# OpenROAD 26Q1-2900-gdf79404cd8, Yosys 0.63+post, stock flow scripts
make -C /OpenROAD-flow-scripts/flow DESIGN_CONFIG=/design/flow/config.mk WORK_HOME=/design/flow/orfs finish
==> ./config.mk <==
export PLATFORM = sky130hd
export DESIGN_NAME = arbit
export DESIGN_NICKNAME = arbit
export VERILOG_FILES = /design/flow/design.v
export SDC_FILE = /design/flow/constraint.sdc
export NUM_CORES = 4
export LEC_CHECK = 1
export CORE_AREA = 10 10 84 84
export DIE_AREA = 0 0 94 94
==> ./constraint.sdc <==
current_design arbit

set clk_period 1.0
set clk_io_pct 0.2

create_clock -name clk0 -period $clk_period

set non_clock_inputs [all_inputs -no_clocks]
set_input_delay [expr $clk_period * $clk_io_pct] -clock clk0 $non_clock_inputs
set_output_delay [expr $clk_period * $clk_io_pct] -clock clk0 [all_outputs]
==> deck_impl_summary.md <==
Physical Implementation Snapshot

Final timing
  • Period Utilization, post-route: 1.07
  • Final setup violation count: 20
  • PnR worst setup slack: -72.0 ps
  • RSZ-0062 raised after global routing: true
  • Max Slew Vio Count: 0
  • Period minus WS final: 1070 ps
  • Max Clock Freq: 933 MHz
  • Hold Fails Final Rpt: 0
  • Hold slack: 400 ps

Route
  • Residual DRC: 0
  • Routed len/inst: 17.9 um
  • # diodes: 0
  • Drt pass-1 iters: 2
  • Drt initial violations: 3
  • Final WL: 2.84 mm
  • Via density: 3.21
  • DRT antenna net count: 0
  • Total number of vias: 510

Cells and area
  • Final Util: 0.205
  • FILL cells: 609
  • Area grow syn2layout: 27.8%
  • Flops: 0
  • Reg area: 0 sq um
  • Layout cells sized above 1: 0.517
  • Clkbuf count: 0
  • Top cell excl fill/tap: dlygate4sd2_1
  • Most numerous logic cells after layout: dlygate4sd2_1, mux2_4, buf_6, buf_2, buf_16

Logic synthesis
  • Yosys warns: 0
  • Cell type with the largest total area: buf_4
  • Yosys simple share: 0
  • Netlist cell types: 4
  • Top area cell types: buf_4, mux2_4, buf_6, conb_1
  • Ao+oa area frac: 0
  • Xor/xnor share: 0
  • Mapped Area: 833 sq um
  • Synth Seq Share: 0
  • Yosys chip area: 833 sq um
  • Post-synth mux share: 0.360
  • Synth Instances: 91
  • Yosys cell count: 91
  • Post-synthesis adder-cell area fraction: 0
  • Top-area cell share: 0.604
  • Mean cell area of the mapped netlist: 9.16 sq um
  • Top non-seq family: buffers and inverters

Placement
  • Setup WS pre-CTS: -874 ps
  • Routability cong.: 0.702
  • Buffers on Ports: 62

Critical path
  • Critical path class: input port to output pin
  • Critical Path AT: 870 ps
  • Largest stage delay, worst path: 300 ps
  • CP Max Fanout: 6
  • Crit path capture type: output pin
  • CP Launch Type: input port
  • CP Data Required Time: 800 ps
  • Crit-path slowest cell: mux2_4
  • Crit path top cell by count: buf_12
  • CP Cell Sequence: buf_12, buf_12, mux2_4, buf_6

Job
  • # Max-Cap Violations: 0
  • Tool warning count: 38

Pwr
  • Static leakage: 0.553 nW
  • Power Density: 376 nW/um^2
  • Overall power: 0.400 mW
  • Max rail drop VDD: 0.000146 V

Outcome
  • Outcome: complete, but fails checks
  • Failing checks: negative setup slack

Die
  • Core area: 5200 sq um
  • I/O pins: 196
  • Die width: 94 um
  • Die Y: 94 um
  • Total die size: 8840 sq um
  • FP Util: 0.160
  • Std-Cell Rows: 26

Global routing
  • Largest net degree at the start of global routing: 7
  • Vias in the first global route: 599
  • Initial antenna violation count: 0
  • Grt ovf: 0
  • GRT Total Usage: 0.0584
  • First-pass GRT wire length: 3.95 mm

CTS
  • Hold-fix buffers at CTS: 0

Worst hold path
  • Worst hold path class: input port to output pin
cells in the mapped netlist:
cell type and count:
buf_4 67, conb_1 2, buf_6 2, mux2_4 20
worst max-delay path: cells and delay by family:
family   cells  cell delay [ps]
buf+inv      3              370
mux          1              300
path summary, 6_finish.rpt:
path	from	to	slack, ps	cells past startpoint
setup / recovery	write_r	mem_addr[17]	-70	4
hold / removal	readdata[17]	data_from_mem_s[17]	400	0
through the flow:
| stage | setup TNS (ps) | cells | area, sq um |
|---|---|---|---|
| 4_1_cts | -1470 | 159 | 1050 |
| 5_1_grt | -1650 | 159 | 1060 |
| 3_5_place_dp | -17800 | 155 | 1040 |
| 2_1_floorplan | 0 | 91 | 833 |
| 3_3_place_gp | -17850 | 155 | 1040 |
| 6_report | -1310 | 159 | 1060 |
cell type report:
| type | count | area (sq um) | share of cell area |
|---|---|---|---|
| Timing Repair Buffer | 67 | 669 | 0.629 |
| Tap cell | 70 | 87.6 | 0.0823 |
| Multi-Input combinational cell | 22 | 308 | 0.289 |
what timing repair did:
item	4_1_cts	5_1_grt
endpoints found under the hold margin	0	0
cloned	3	0
endpoints found under the setup margin	21	20
setup buffers	1	0
gates resized	125	2
pin swaps	0	0
where the power goes:
group	switching (mW)	leakage, nW	internal (mW)
registers	0	0	0
logic	0.0934	0.553	0.307
clock network	0	0	0
total	0.0934	0.553	0.307
kinds of logic (layout without fill, tap and decap cells):
kind of cell | Yosys count | after routing
buffers and inverters | 69 | 67
multiplexers | 20 | 20
other | 2 | 2
routing by layer:
layer / wire length [um] / up-vias / global-route usage
li1: - / 220 / -
met1: 852 / 200 / 0.0550
met2: 1480 / 58 / 0.0991
met3: 379 / 32 / 0.0339
met4: 129 / 0 / 0.0291
met5: 0 / - / 0
Power and IR drop assume default switching activity.
